**flow/design.v**
```verilog
`default_nettype none
module instructionDecoder(
    instruction, rs1_num, rs2_num, rd_num, imm, funct3, funct7,
    inst_op, inst_op_imm, inst_store, inst_load, inst_branch,
    inst_jal, inst_jalr, inst_lui, inst_auipc);
 input wire [31:0] instruction;
 output logic [4:0] rs1_num, rs2_num, rd_num;
 output logic [31:0] imm;
 output logic [2:0] funct3;
 output logic [6:0] funct7;
 output logic inst_op, inst_op_imm, inst_store, inst_load, inst_branch, inst_jal, inst_jalr,
            inst_lui, inst_auipc;
 logic [6:0] opcode;
 logic r_type, i_type, s_type, b_type, u_type, j_type;
 assign opcode = instruction[6:0];
 assign funct3 = instruction[14:12];
 assign funct7 = (instruction[6:0] == 7'b011011) ? instruction[31:25] : 7'b0;
 assign inst_op     = (opcode == 7'b0110011) ? 1'b1 : 1'b0;
 assign inst_op_imm = (opcode == 7'b0010011) ? 1'b1 : 1'b0;
 assign inst_store  = (opcode == 7'b0100011) ? 1'b1 : 1'b0;
 assign inst_load   = (opcode == 7'b0000011) ? 1'b1 : 1'b0;
 assign inst_branch = (opcode == 7'b1100011) ? 1'b1 : 1'b0;
 assign inst_jal    = (opcode == 7'b1101111) ? 1'b1 : 1'b0;
 assign inst_jalr   = (opcode == 7'b1100111) ? 1'b1 : 1'b0;
 assign inst_lui    = (opcode == 7'b0110111) ? 1'b1 : 1'b0;
 assign inst_auipc  = (opcode == 7'b0010111) ? 1'b1 : 1'b0;
 assign r_type = (opcode == 7'b0110011);
 assign i_type = (opcode == 7'b0000011) || (opcode == 7'b0010011) || (opcode == 7'b1100111);
 assign s_type = (opcode == 7'b0100011);
 assign b_type = (opcode == 7'b1100011);
 assign u_type = (opcode == 7'b0110111) || (opcode == 7'b0010111);
 assign j_type = (opcode == 7'b1101111);
 assign rd_num  = (r_type | i_type | u_type | j_type) ? instruction[11:7] : 5'd0;
 assign rs1_num = (r_type | i_type | s_type | b_type) ? instruction[19:15] : 5'd0;
 assign rs2_num = (r_type | s_type | b_type) ? instruction[24:20] : 5'd0;
always_comb begin
	 if      (i_type) imm = {{20{instruction[31]}}, instruction[31:20]};
	 else if (s_type) imm = {{20{instruction[31]}}, instruction[31:25], instruction[11:7]};
	 else if (b_type) imm = {{20{instruction[31]}}, instruction[7], instruction[30:25], instruction[11:8], 1'b0};
	 else if (u_type) imm = {instruction[31:12], 12'b000000000000};
	 else if (j_type) imm = {{12{instruction[31]}}, instruction[19:12], instruction[20], instruction[30:21], 1'b0};
	 else imm = 32'b0;
 end
endmodule
`default_nettype wire
```
**flow/run.sh**
```bash
#!/bin/bash
# OpenROAD 26Q1-2900-gdf79404cd8, Yosys 0.63+post, stock flow scripts
make -C /OpenROAD-flow-scripts/flow DESIGN_CONFIG=/design/flow/config.mk WORK_HOME=/design/flow/orfs finish
```
**flow/config.mk**
```make
export PLATFORM = sky130hd
export DESIGN_NAME = instructionDecoder
export DESIGN_NICKNAME = instructionDecoder
export VERILOG_FILES = /design/flow/design.v
export SDC_FILE = /design/flow/constraint.sdc
export NUM_CORES = 4
export LEC_CHECK = 1
export CORE_AREA = 10 10 85 85
export DIE_AREA = 0 0 95 95
```
**flow/constraint.sdc**
```tcl
current_design instructionDecoder

set clk_period 2.9
set clk_io_pct 0.2

create_clock -name clk0 -period $clk_period

set non_clock_inputs [all_inputs -no_clocks]
set_input_delay [expr $clk_period * $clk_io_pct] -clock clk0 $non_clock_inputs
set_output_delay [expr $clk_period * $clk_io_pct] -clock clk0 [all_outputs]
```
==> results.txt <==
run results: Final Hold Vio Count 0, Hold Path Depth 4, FF/Latch Area 0 um^2, global-route wire length before repair 7380 um, vias per cell between 4 and 5, via count 1312, worst setup path class in2out, Worst Hold Class in2out, Setup violations, final 0, number of global-route vias before repair 1364, part of the cycle the worst path needs 0.966, Remaining DRCs 0, WP data arrival 2.22 ns, hold_sp instruction[3], crit path launch type primary input, RSZ-0062 raised after global routing false, Die Width 95 um, I/O pins slightly below 100, XORs/XNORs by Area 0, Max Cap Violations 0, FP Util 0.161, Synth logic family simple AND/OR/NAND/NOR gates, cell total in the yosys stat output 121, Cells after DPL 304, status finished clean, number of I/O port buffers about 98, CLK BUF 0, Area growth, synth to finish 143%, relative slew slack 0.808, registers 0, Min Clock Period, post-route roughly 2.8 ns, Critical Path RT around 2.3 ns, pre-CTS setup slack -0.209 ns, PnR worst setup slack 0.0976 ns, Max stage delay on crit path 0.48 ns, Basic Gates by Area 0.522, Pleak ~1 nW, GRT Total Usage 0.100, CP max FO 11, ANT nets after route 0, Detail Placement HPWL roughly 3900 um, initial drt markers 55, Core Box Area 5470 um^2, share of cells above drive strength 1 0.228, final WL 4760 um, Yosys chip area between 800 and 900 um^2, gpl congestion 0.831, post-route insts no fill 313, netlist area before placement between 800 and 900 um^2, Synth Area in Compound Gates 0.313, Warnings, synthesis 1, Post-synth seq share 0, Syn Area/Cell 7.27 um^2, Combinational Area 808 um^2, Initial DRT Pass Iterations 4, Pwr Density 77.0 nW/um^2, die area 9030 um^2, Die H 95 um, Max Transition Viols Final 0, Fmax 357 MHz, Core Util, Final 0.390, grt ovf 0, MUX area fraction 0.0455, Filler cells 578, maximum vdd drop 30.6 uV, Netlist cell types 34, total power 164 uW, OpenROAD warning count 32, Synth Area in Adders 0, crit end category primary output, largest net degree at the start of global routing 13, WL per Instance 15.2 um, antenna cells 0, slew of the pin with the lowest slew margin 0.287 ns, Post-Syn Instances roughly 120, Slowest cell on crit path clkdlybuf4s50_1, worst path cell trace dlygate4sd2_1, buf_4, nor2_1, nand2_2, a21oi_4, buf_12, a21o_1, clkdlybuf4s50_1, hold worst-path end inst_branch, initial antenna violation count 0, Site Rows 27
## layout by cell type, fill, tap and decap left out, types with 2 or more instances in the layout
cell type	synthesis	final
a21o_1	19	19
a21oi_1	5	5
a21oi_4	2	5
and2_1	31	30
and2_4	1	2
buf_12	0	2
buf_4	6	28
buf_6	5	2
clkbuf_2	0	2
clkdlybuf4s50_1	0	88
dlygate4sd2_1	0	8
mux2i_1	4	4
nand2_1	7	7
nand2_2	4	4
nor2_1	4	4
nor2_2	2	2
nor2_4	3	3
nor2b_1	4	4
nor3_1	4	4
## per-layer routing
metal / GRT usage / up-vias / part of all wire
met3: 0.0377 / 0 / 0.11
met5: 0 / - / 0
met1: 0.122 / 601 / 0.41
met2: 0.175 / 53 / 0.49
met4: 0 / 0 / 0
li1: - / 658 / -
## final cells by class
class	count	area share
timing repair buffer	130	0.578
tap	72	0.0422
multi-input combinational	110	0.378
inverter	1	0.00176
## worst max-delay path by stage
| stage | startpoint | to | slack, ns | cells past startpoint |
|---|---|---|---|---|
| final | instruction[6] | imm[21] | 0.1 | 8 |
| after global routing | instruction[4] | rd_num[3] | 0.01 | 8 |
| after CTS | instruction[5] | imm[21] | 0.07 | 8 |
## synthesized netlist by cell type
cell,count,area (um^2)
nand2_1,7,26.3
nor2_2,2,12.5
nand2_2,4,25.0
buf_6,5,56.3
nor2b_4,1,13.8
mux2i_1,4,40.0
nand3b_1,1,7.51
o21a_1,1,7.51
a21oi_2,2,17.5
o31ai_1,1,7.51
o21ai_1,1,5.00
nor4_1,1,6.26
nor2b_1,4,25.0
and3b_1,1,8.76
nor3b_1,1,7.51
and2_1,31,194
and3_1,1,6.26
a21oi_4,2,32.5
nor2_4,3,33.8
nand3_2,1,10.0
nor2_1,4,15.0
nor3_1,4,20.0
o21ai_4,1,16.3
o21ai_0,1,5.00
inv_1,1,3.75
buf_4,6,45.0
and2_4,1,8.76
o22ai_1,1,6.26
a32o_1,1,10.0
a21o_1,19,143
nand3_1,1,5.00
and3b_2,1,10.0
a21oi_1,5,25.0
nor4b_4,1,23.8
## cell families (layout without fill, tap and decap cells)
family,Yosys count,after routing
simple gates,70,70
compound gates,35,36
buf+inv,12,131
mux,4,4
## report_power, final
group	switching [mW]	total, mW	internal, mW
Clock	0	0	0
Combinational	0.0635	0.164	0.101
Sequential	0	0	0
## critical path: cells and delay by family
family | cells | cell delay, ns
AOI/OAI and AO/OA | 2 | 0.28
buffers and inverters | 4 | 1.09
and+or+nand+nor | 2 | 0.26
## through the flow
step / TNS [ns] / hold slack [ns] / cell area [um^2]
after floorplan: 0 / 1.22 / 880
after global placement: -7.22 / 2.00 / 2050
after detailed placement: -8.01 / 2.00 / 2050
after CTS: 0 / 1.98 / 2120
after global routing: 0 / 1.98 / 2140
final: 0 / 1.93 / 2140
## repair_timing
action                                  CTS  global route
pin swaps                                 5             0
cloned                                    1             0
endpoints found under the setup margin   60            10
hold buffers                              0             0
buffers inserted                          6             2
gates resized                            16             5
Power and IR drop assume default switching activity.
