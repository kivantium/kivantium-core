==> flow/design.v <==
`default_nettype none
module executeInteger(rs1_data, rs2_data, imm_data, funct3, funct7, result, 
                      inst_op, inst_op_imm, inst_store, inst_load, inst_branch);
  input wire [31:0] rs1_data, rs2_data, imm_data;
  input wire [2:0] funct3;
  input wire [6:0] funct7;
  input wire inst_op, inst_op_imm, inst_store, inst_load, inst_branch;
  output logic [31:0] result;
  logic [31:0] opr2;
  assign opr2 = (inst_op_imm || inst_store || inst_load) ? imm_data : rs2_data;
  always_comb begin
    if(inst_op || inst_op_imm) begin
      case({funct7, funct3})
        10'b0000000_000: result = rs1_data + opr2;
        10'b0100000_000: result = rs1_data - opr2;
        10'b0000000_001: result = rs1_data << opr2[4:0];
        10'b0000000_010: result = $signed(rs1_data) < $signed(opr2) ? 32'b1 : 32'b0;
        10'b0000000_011: result = $unsigned(rs1_data) < $unsigned(opr2) ? 32'b1 : 32'b0;
        10'b0000000_100: result = rs1_data ^ opr2;
        10'b0000000_101: result = $unsigned(rs1_data) >> opr2[4:0];
        10'b0100000_101: result = $signed(rs1_data) >> opr2[4:0];
        10'b0000000_110: result = rs1_data | opr2;
        10'b0000000_111: result = rs1_data & opr2; 
        default: result = 32'b0;
      endcase
    end
    else if(inst_store || inst_load) result = rs1_data + opr2;
    else if(inst_branch) begin
      case(funct3)
        3'b000: result = (rs1_data == opr2);
        3'b001: result = (rs1_data != opr2);
        3'b100: result = ($signed(rs1_data) < $signed(opr2));
        3'b101: result = ($signed(rs1_data) >= $signed(opr2));
        3'b110: result = ($unsigned(rs1_data) < $unsigned(opr2));
        3'b111: result = ($unsigned(rs1_data) >= $unsigned(opr2));
        default: result = 32'b0;
      endcase
    end
    else result = 32'b0;
  end
endmodule
`default_nettype wire
==> flow/run.sh <==
#!/bin/bash
# OpenROAD 26Q1-2900-gdf79404cd8, Yosys 0.63+post, stock flow scripts
make -C /OpenROAD-flow-scripts/flow DESIGN_CONFIG=/design/flow/config.mk WORK_HOME=/design/flow/orfs finish
==> flow/config.mk <==
export PLATFORM = sky130hd
export DESIGN_NAME = executeInteger
export DESIGN_NICKNAME = executeInteger
export VERILOG_FILES = /design/flow/design.v
export SDC_FILE = /design/flow/constraint.sdc
export NUM_CORES = 4
export LEC_CHECK = 1
export CORE_UTILIZATION = 50
==> flow/constraint.sdc <==
current_design executeInteger

set clk_period 28.4
set clk_io_pct 0.2

create_clock -name clk0 -period $clk_period

set non_clock_inputs [all_inputs -no_clocks]
set_input_delay [expr $clk_period * $clk_io_pct] -clock clk0 $non_clock_inputs
set_output_delay [expr $clk_period * $clk_io_pct] -clock clk0 [all_outputs]
==> changes_impl.md <==
## Flow update

* Post-layout minimum cycle time at 17.43 ns
* Fin. max-slew vios at 0
* Vias at 11901
* Rows at 49
* Ant diodes at 0
* Final antenna-violating net count at 0
* Cell area after synthesis at 9190 µm²
* Fin crit share at 61.4%
* Synth cell types at 93
* Adder Share, Synth at 12.5%
* GRT Resource Usage Total at 46.0%
* CP Data Arrival Time at 11.75 ns
* FP Core Util at 51.2%
* Outcome: complete, no violations
* Seq. cell area at 0 µm²
* Final count of hold timing violations at 0
* Reg power frac at 0%
* Cts repair resizes at 0
* Fmax at 0.0574 GHz
* First-pass GRT wire length at 63700 µm
* Required time of the critical path at 22.72 ns
* Antenna violations before repair at 1
* Slew headroom at 35.4%
* Synth cell count leaders: nand2_1 (142), nor2_1 (139), a21oi_1 (138), inv_1 (105), mux2i_1 (92)
* Count of input and output buffers at 143
* Largest type area fraction at 12.2%
* Most instantiated library cell after synthesis: nand2_1
* Post-DP HPWL at 35000 µm
* YS chip area at 9190 µm²
* Cell taking the most area after synthesis: ha_1
* Flip-flops at 0
* Min-delay worst type: primary input to output port
* Largest net degree at the start of global routing at 69
* CP delay by family, top: AND-OR/OR-AND gates
* Seq share, synth at 0%
* Buf/Inv on CP at 5
* Total grt overflow at 0
* Die width at 138 µm
* WL per Instance at 25.5 µm
* Power per cell area at 22.3 nW/µm²
* Clk pwr share at 0%
* Drt first pass iters at 7
* Remaining DRCs at 0
* XORs/XNORs by Area at 3.14%
* Gpl congestion at 1.11
* Leak Pwr at 4.45 nW
* Top cells, area: ha_1 (12%), mux2i_1 (10%), a21oi_1 (7.5%), nand2_1 (5.8%), nor2_1 (5.7%)
* Internal power at 0.0915 mW
* Layout filler cell count at 1710
* Crit path kind: primary input to output port
* # Cells Yosys at 1407
* Drt initial violations at 1576
* Stages on worst setup path at 18
* Design area at 10700 µm²
* CP Cell Sequence: clkdlybuf4s50_1 -> or4b_1 -> and2_2 -> buf_4 -> inv_2 -> buf_4 -> ha_1 -> nor2b_1 -> o31ai_1 -> a211oi_1 -> o21ai_0 -> o2111ai_1 -> a31oi_1 -> a211oi_1 -> o31ai_1 -> a21oi_1 -> o22ai_1 -> clkdlybuf4s50_1
* Final Total Pwr at 0.238 mW
* CLK BUF at 0
* Aggregate routed wire length at 43400 µm
* Setup-failing EPs final at 0
* Largest logic family: AND-OR/OR-AND gates
* Simple-Gate Area Share at 21.3%
* Worst vdd ir at 0.0245 mV
* Placed Area at 10700 µm²
* P&R area growth vs syn at 16.0%
* MUX share of area at 16.0%
* Die ar. at 18900 µm²
* Setup Fix Bufs, Post-CTS at 0
* Die H at 138 µm
* Vias per inst at 6.99
* Final Non-Filler Cells at 1703
* Comb power frac at 100.0%
* Post-Syn Instances at 1407
* Slew @ Worst Pin at 0.960 ns
* Max-Cap Viols at 0
* Switching Share at 61.6%
* Worst hold path depth at 4
* Layout cells sized above 1 at 7.46%
* CP max stage cell: or4b_1
* Top-Level Pins at 143
* CP endpoint kind: output port
* Dpl cells at 1703
* Synthesized area per cell at 6.53 µm²
* NetSw at 0.147 mW
* Total core area at 18000 µm²
* Final Hold Slack at 12.46 ns
* Hold buffer count at CTS at 0
* Aoi share at 37.7%
* RSZ-0062 raised after global routing: false
* Log Warnings at 90
* Number of global-route vias before repair at 10587
* Setup crit start kind: primary input
* Total negative setup slack at 0 ns
* Max incr delay on CP at 0.66 ns
* Yosys Warn Count at 1
* Crit path max fanout at 68
==> worst paths after layout <==
kind | from | endpoint | slack (ns)
worst max-delay path | inst_load | result[28] | 10.97
worst min-delay path | inst_branch | result[0] | 12.46
==> cell type report <==
class | instances | area [µm²] | share of cell area [%]
Multi-Input combinational cell | 1196 | 8340 | 78.2
Timing Repair Buffer | 168 | 1620 | 15.2
Inverter | 110 | 415 | 3.89
Tap cell | 229 | 287 | 2.69
==> kinds of logic after synthesis <==
kind of cell / Yosys count
mux: 136
xor+xnor: 33
simple gates: 430
compound gates: 506
fa+ha+maj: 91
buf+inv: 211
==> power groups by stage <==
stage                 logic, mW  clock network [mW]  registers [mW]
after CTS                 0.229                   0               0
after global routing      0.253                   0               0
final                     0.238                   0               0
==> through the flow <==
step,util [%],setup slack (ns)
final,59.4,10.97
after global routing,59.4,10.71
after CTS,59.4,11.13
after detailed placement,59.4,11.14
after global placement,59.4,11.22
after floorplan,-,12.99
==> cells in the final DEF, fill, tap and decap left out, types with 7 or more instances in the layout <==
cell type	netlist	layout
mux2_2	39	39
or2_2	7	7
nand4_1	9	9
nor3_1	39	38
buf_4	4	25
o21bai_1	17	17
a221oi_1	17	17
o21ai_0	73	73
and3_1	10	10
o22ai_1	22	22
inv_1	105	104
xnor2_1	29	29
nand3_1	28	28
a221o_1	10	10
o21a_1	7	7
o211ai_1	27	27
a31oi_1	19	19
mux2i_1	92	92
a211o_1	11	11
nor2b_1	7	7
a211oi_1	38	38
clkdlybuf4s50_1	0	143
nor4_1	7	7
ha_1	90	90
o31ai_1	11	11
nand2_1	142	141
o221ai_1	12	12
a21o_1	17	17
a21oi_1	138	138
or3_1	11	11
nor2_1	139	139
==> layer usage <==
| layer | share of wire (%) | global-route usage [%] |
|---|---|---|
| met3 | 16 | 15.7 |
| met2 | 40 | 65.3 |
| met5 | 0 | 0 |
| met1 | 40 | 65.6 |
| met4 | 3.5 | 12.3 |
No activity file was given, so power comes from the tool's default toggle rates.
