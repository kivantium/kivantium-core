==> design.v <==
`default_nettype none
module registerFile(
         clk, reset, read_reg1, read_reg2, read_data1, read_data2, 
         write_reg, write_data, write_enable, register1);
  input wire clk, reset;
  input wire [4:0] read_reg1, read_reg2;
  output logic [31:0] read_data1, read_data2;
  input wire write_enable;
  input wire [4:0] write_reg;
  input wire [31:0] write_data;
  output logic[15:0] register1;
  logic [31:0] rf [0:31];
  assign read_data1 = (read_reg1==5'd0) ? 32'd0 : rf[read_reg1];
  assign read_data2 = (read_reg2==5'd0) ? 32'd0 : rf[read_reg2];
  assign register1 = rf[5'd10];
  always_ff @(posedge clk) begin
    if(reset) begin
      for(int i=0; i<32; i++) begin
        rf[i] <= 32'd0;
      end
    end
    else if(write_enable) rf[write_reg] <= write_data;
  end
endmodule
`default_nettype wire
==> run.sh <==
#!/bin/bash
# OpenROAD 26Q1-2900-gdf79404cd8, Yosys 0.63+post, stock flow scripts
make -C /OpenROAD-flow-scripts/flow DESIGN_CONFIG=/design/flow/config.mk WORK_HOME=/design/flow/orfs finish
==> config.mk <==
export PLATFORM = sky130hd
export DESIGN_NAME = registerFile
export DESIGN_NICKNAME = registerFile
export VERILOG_FILES = /design/flow/design.v
export SDC_FILE = /design/flow/constraint.sdc
export NUM_CORES = 4
export LEC_CHECK = 1
export CORE_UTILIZATION = 30
==> constraint.sdc <==
current_design registerFile

set clk_period 11.7
set clk_io_pct 0.2

create_clock -name clk0 -period $clk_period [get_ports {clk}]

set non_clock_inputs [all_inputs -no_clocks]
set_input_delay [expr $clk_period * $clk_io_pct] -clock clk0 $non_clock_inputs
set_output_delay [expr $clk_period * $clk_io_pct] -clock clk0 [all_outputs]
==> metrics.csv <==
stage,metric,value,unit
die,CORE AREA,0.1807,mm²
clock_tree,hold_buf cts,0,
power,VDD IR max,0.1111,mV
setup_path,CP arrival,6.56,ns
synth,ys async rst share,0,%
global_routing,Total GRT Usage,21.14,%
job,maxcap violations,0,
route,number of nets with antenna violations after routing,0,
timing,final slew viol count,0,
clock_tree,CTS sink cnt,1024,
route,Vias,32570,
synth,Syn Inst Count,3558,
clock_tree,CTS buffer count,107,
place,gpl congestion,0.9154,
finish,Filler Cell Count,16970,
setup_path,CP endpoint,read_data2[14],
job,Log Warnings,26,
setup_path,crit end category,output port,
synth,ys flops,1024,
route,routed vias/inst,5.402,
timing,RSZ-0062 raised after global routing,no,
synth,number of enable flip-flop cells,1024,
power,Power Total,8805,µW
timing,Worst Tran Pin Value,1.004,ns
route,Avg WL per Cell,30.16,µm
clock_tree,post-CTS sizing,0,
synth,mapped cell area,0.05453,mm²
finish,layout cells sized above 1,25.01,%
worst_hold_path,Hold Crit Class,input pin to flip-flop,
timing,Max Fclk,0.1123,GHz
synth,top cells by area,"edfxtp_1, mux4_2, and2_1",
setup_path,Worst EP required,9.36,ns
die,Init Core Util,30.17,%
setup_path,WS Path Type,input pin to output port,
setup_path,Startpoint Class,input pin,
synth,Yosys top cell area share,56.39,%
global_routing,first-pass GRT wire length,258.3,mm
finish,area of the multi-input gates,0.02210,mm²
clock_tree,htree depth,3,
finish,Reg area,0.03075,mm²
die,die width,428.3,µm
global_routing,antenna violations before repair,4,
synth,yosys stat chip area,0.05453,mm²
global_routing,global route overflow,0,
global_routing,largest net degree at the start of global routing,83,
status,status,completed,
route,Residual DRC,0,
synth,yosys warns,1,
finish,"Most flops, register",rf,
die,io pins,130,
synth,Post-Syn Area per Cell,15.33,µm²
timing,min cycle time layout,8.903,ns
finish,Syn-to-layout area delta,13.63,%
timing,setup TNS,0,ns
clock_tree,CTS tree,yes,
synth,top cell type by total area after synthesis,edfxtp_1,
clock_tree,clock slew at reported path FFs,0.06,ns
finish,max reg flops,1024,
clock_tree,clk root buf,clkbuf_16,
setup_path,Worst setup startpoint,read_reg2[1],
route,DR pass1 iterations,5,
synth,synth cell count leaders,"and2_1, edfxtp_1, mux4_2, clkbuf_1, mux2i_1",
timing,Rel. slew slack,33.04,%
synth,yosys cell count,3558,
timing,Final period util,76.10,%
route,WL final,181.9,mm
synth,Unique cell types,44,
clock_tree,post-CTS setup buffers,0,
clock_tree,CTS max path bufs,3,
place,Post-DP HPWL,108.5,mm
die,row count,156,
global_routing,vias in the first global route,35420,
die,die height,428.3,µm
timing,Final setup viols,0,
timing,"Hold Vio Cnt, Final",0,
power,Leakage Power,0.02083,µW
power,P per Cell Area,142.1,mW/mm²
synth,sequential-to-total area share from yosys stat,56.39,%
finish,Largest regs,rf: 1024 flops,
die,Die ar.,0.1835,mm²
synth,most common cell in the synthesized netlist,and2_1,
synth,Main synth FF type,edfxtp_1,
setup_path,largest fanout on the critical path,35,
route,Iteration-0 DRC Markers,2053,
place,IO buf count,129,
==> critical path: stages <==
cell,delay (ns)
buf_4,0.50
buf_4,0.62
buf_4,0.61
or3b_1,0.43
buf_4,0.22
o22ai_1,0.12
a2111oi_0,0.12
buf_4,0.18
nor3_1,0.61
clkdlybuf4s50_1,0.61
==> through the flow <==
step / utilization (%) / setup WS (ns) / hold WS (ns) / cell area (µm²) / std cells
final: 34.28 / 2.797 / 2.566 / 61970 / 6030
after CTS: 34.28 / 2.783 / 2.518 / 61960 / 6029
after detailed placement: 32.39 / 2.779 / 3.168 / 58540 / 5835
after global placement: 32.39 / 2.138 / 3.167 / 58540 / 5834
after global routing: 34.28 / 2.679 / 2.559 / 61960 / 6029
after floorplan: - / 5.418 / 2.538 / 54530 / 3558
==> how the worst min path moves through the flow <==
stage	from	cells after the start	to	slack, ns
final	write_data[19]	3	rf[9][19]	2.57
after CTS	write_data[19]	3	rf[1][19]	2.52
after global routing	write_data[19]	3	rf[13][19]	2.56
==> placed cells by master (no fill, tap or decap), types with 8 or more instances in the layout <==
cell type,instances
mux4_2,466
or2_2,33
clkinv_1,29
a22o_1,51
edfxtp_1,1024
nor2b_1,12
bufinv_16,11
clkinv_2,24
clkbuf_16,109
a2111oi_0,55
and2_1,1026
a21oi_1,8
mux2i_1,159
mux2_2,34
nand2_1,8
clkdlybuf4s50_1,120
o22ai_1,103
clkbuf_1,15
nor3_1,54
a22oi_1,16
buf_4,177
nor2_4,25
nor2_2,8
==> cells by family (layout without fill, tap and decap cells) <==
| kind of cell | Yosys count | after routing | share of synthesized area (%) |
|---|---|---|---|
| multiplexers | 659 | 659 | 22.87 |
| buffers and inverters | 407 | 508 | 3.533 |
| AND/OR/NAND/NOR | 1206 | 1206 | 13.55 |
| flip-flops | 1024 | 1024 | 56.39 |
| other | 0 | 1 | 0 |
| AND-OR/OR-AND | 262 | 262 | 3.657 |
==> per-layer routing <==
metal | GRT usage [%] | vias to the layer above | part of all wire, %
met4 | 8.556 | 10 | 5.2
met2 | 32.88 | 2245 | 48
li1 | - | 13790 | -
met1 | 22.65 | 16110 | 31
met5 | 0.9888 | - | 0.11
met3 | 13.93 | 421 | 15
==> report_power, final <==
group          switching (µW)  total, µW  internal, µW
registers                98.6       4330          4240
logic                     600       1090           486
clock network            1450       3380          1930
total                    2150       8800          6660
==> area by class of cell <==
cell class / instances / area share [%]
clock inverters: 70 / 1.028
repair buffers: 311 / 4.386
inverters: 3 / 0.01817
well taps: 2370 / 4.785
diodes: 1 / 0.004038
multi-input cells: 2127 / 35.66
flip-flops and latches: 1024 / 49.62
clock buffers: 124 / 4.493
Power and IR drop assume default switching activity.
